File: flow/run.sh
#!/bin/bash
# OpenROAD 26Q1-2900-gdf79404cd8, Yosys 0.63+post, stock flow scripts
make -C /OpenROAD-flow-scripts/flow DESIGN_CONFIG=/design/flow/config.mk WORK_HOME=/design/flow/orfs finish
File: flow/design.v
`default_nettype none
module bus_transaction_tt_um (
    input  wire [7:0] ui_in,     
    output wire [7:0] uo_out,    
    input  wire [7:0] uio_in,    
    output wire [7:0] uio_out,   
    output wire [7:0] uio_oe,    
    input  wire       ena,       
    input  wire       clk,       
    input  wire       rst_n      
);
    wire req  = ui_in[0];    
    wire rw   = ui_in[1];    
    reg ack;
    reg busy;
    reg done;
    reg data_valid;
    localparam [2:0]
        S_IDLE      = 3'b000,
        S_ADDR_ACK  = 3'b001,
        S_DATA      = 3'b010,
        S_RESP      = 3'b011;
    reg [2:0] state, next_state;
    reg [7:0] internal_reg;
    always @(posedge clk or negedge rst_n) begin
        if (!rst_n)
            state <= S_IDLE;
        else
            state <= next_state;
    end
    always @(*) begin
        next_state = state;
        case (state)
            S_IDLE:      next_state = req ? S_ADDR_ACK : S_IDLE;
            S_ADDR_ACK:  next_state = S_DATA;
            S_DATA:      next_state = S_RESP;
            S_RESP:      next_state = S_IDLE;
            default:     next_state = S_IDLE;
        endcase
    end
    always @(posedge clk or negedge rst_n) begin
        if (!rst_n) begin
            ack         <= 0;
            busy        <= 0;
            done        <= 0;
            data_valid  <= 0;
            internal_reg <= 8'h00;
        end else begin
            done        <= 0;
            data_valid  <= 0;
            case (state)
                S_IDLE: begin
                    ack  <= 0;
                    busy <= 0;
                end
                S_ADDR_ACK: begin
                    ack  <= 1;
                    busy <= 1;
                end
                S_DATA: begin
                    ack  <= 1;
                    busy <= 1;
                    if (rw == 1'b0)
                        internal_reg <= internal_reg + 8'h11;   
                    else
                        internal_reg <= internal_reg ^ 8'hAA;   
                end
                S_RESP: begin
                    ack  <= 0;
                    busy <= 0;
                    done <= 1;
                    if (rw == 1'b1)
                        data_valid <= 1;
                end
                default: begin
                    ack  <= 0;
                    busy <= 0;
                end
            endcase
        end
    end
    assign uo_out  = {4'b0, ack, busy, done, data_valid};  
    assign uio_out = 0;
    assign uio_oe  = 0;
    wire _unused = &{ui_in[2+:6], uio_in, ena};
endmodule
File: flow/config.mk
export PLATFORM = sky130hd
export DESIGN_NAME = bus_transaction_tt_um
export DESIGN_NICKNAME = bus_transaction_tt_um
export VERILOG_FILES = /design/flow/design.v
export SDC_FILE = /design/flow/constraint.sdc
export NUM_CORES = 4
export LEC_CHECK = 1
export CORE_AREA = 10 10 70 70
export DIE_AREA = 0 0 80 80
File: flow/constraint.sdc
current_design bus_transaction_tt_um

set clk_period 1.1
set clk_io_pct 0.2

create_clock -name clk0 -period $clk_period [get_ports {clk}]

set non_clock_inputs [all_inputs -no_clocks]
set_input_delay [expr $clk_period * $clk_io_pct] -clock clk0 $non_clock_inputs
set_output_delay [expr $clk_period * $clk_io_pct] -clock clk0 [all_outputs]
==> flow_summary.json <==
{
  "status": "completed",
  "min_period_ps": 1052,
  "cp_cell_sequence": "dlygate4sd2_1",
  "cts_tree": "built",
  "p_seq_share_pct": 51.1,
  "worst_ep_arrival_time_ps": 830,
  "core-area_sq_um": 3416,
  "grt_pass1_vias": 235,
  "area_growth_syn_to_layout_pct": 10.86,
  "die_x_um": 80,
  "p_per_area_nw_per_um2": 1163,
  "syn-cell-area_sq_um": 391.6,
  "p_int_uw": 405.7,
  "wl_per_cell_um": 7.124,
  "dieArea_sq_um": 6400,
  "p_leak_uw": 0.0002400,
  "top_cells_by_area": "buf_4, dfrtp_1, dfstp_2, a21o_1, and2_2",
  "cts_buffers": 3,
  "hold_class": "in -> async",
  "drtIter0Drc": 17,
  "yosysCellCount": 37,
  "largest_area_cell": "buf_4",
  "setup-tns-final_ps": 0,
  "cts-root-buf": "clkbuf_4",
  "dieHeight_um": 80,
  "fp_util_pct": 11.47,
  "clock-sinks": 7,
  "grt_pass1_wl_um": 952,
  "rows": 21,
  "peakVddDrop_uv": 182.0,
  "rsz0062_at_grt": "no",
  "synthDistinctLibCells": 9,
  "synth.top_cell.area_share_pct": 46.01,
  "finClkSkew_ps": 0.08785,
  "path_delay_family": "flip-flops",
  "critPathMaxStageDelay_ps": 350,
  "synth.most_common_cell": "buf_4",
  "required_ps": 880,
  "ys.flops": 7,
  "common_cells": "buf_4, dfrtp_1",
  "cp_max_fo": 1,
  "io_buffers": 7,
  "holdWs_ps": 226.8,
  "ios": 43,
  "clk_pin_slew_ps": 50,
  "syn_avg_cell_area_sq_um": 10.58,
  "crit_buf_inv": 1,
  "comb_power_share_pct": 4.0,
  "cp-startpoint": "data_valid",
  "gr-total-overflow": 0,
  "max_freq_mhz": 950.7,
  "path_class": "reg -> out",
  "drc_errors": 0,
  "ys_warn_count": 1,
  "worstSetupStartpointType": "register",
  "diodes": 0,
  "yosysChipArea_sq_um": 391.6,
  "dpl.hpwl_um": 536.7,
  "async_flop_share_pct": 100.0,
  "setup_viol": 0,
  "routed_via_density": 2.022,
  "hold_violations": 0,
  "place_congestion": 0.6069,
  "crit_path_end_kind": "output port",
  "drive_above_1_share_pct": 11.63,
  "switchingPower_uw": 99.03,
  "htree_levels": 1,
  "slew_violations": 0,
  "grt_max_degree": 8,
  "clk_latency_ps": 240,
  "postRouteAntennaNets": 0,
  "switching_share_pct": 19.62,
  "cpMaxStageDelayCell": "dfrtp_1",
  "drt_wl_total_um": 634,
  "postSynthSeqShare_pct": 45.05,
  "synthCells": 37,
  "yosys_most_used_dff": "dfrtp_1",
  "edf_count": 0,
  "clk_path_buf_depth": 2,
  "via_count": 180,
  "r2r_start": "state[2]",
  "pwr-share-clk_pct": 44.9,
  "drv_cap": 0,
  "period_used_pct": 95.63,
  "dr.pass1.iters": 2,
  "grt.total_usage_pct": 1.767,
  "warnings": 40,
  "antenna_found_initial": 0
}
## state kept, by name, indices dropped and copies added (netlist names)
signal and cells:
done 1, state 4, data_valid 1, ack 1
## power groups by stage
stage | sequential (uW) | combinational, uW | clock (uW)
4_1_cts | 258 | 22.5 | 233
5_1_grt | 258 | 25.0 | 268
6_report | 258 | 20.0 | 227
## logic make-up after synthesis
| group | synth area share, % |
|---|---|
| buffers and inverters | 46.96 |
| AND/OR/NAND/NOR | 5.115 |
| other | 0.9575 |
| flip-flops | 45.05 |
| AND-OR/OR-AND | 1.918 |
## worst paths after layout
path	to	slack (ps)	depth (start not counted)
worst max-delay path	uo_out[0]	50	1
worst min-delay path	done	230	1
worst max register to register	ack	390	1
worst min register to register	state[3]	370	0
max in group asynchronous	state[0]	590	1
min in group clk0	state[3]	370	0
## cell type report
cell class | instances | area, sq um
Fill cell | 402 | 2982
Sequential cell | 7 | 176.4
Tap cell | 46 | 57.56
Inverter | 1 | 3.754
Multi-Input combinational cell | 24 | 102.6
Clock buffer | 4 | 26.28
Timing Repair Buffer | 7 | 67.56
## per-layer routing
metal	wire length, um	vias up	part of all wire (%)	global-route usage (%)
met1	284	87	45	2.086
li1	-	77	-	-
met5	0	-	0	0
met4	0	0	0	0.7042
met2	305	16	48	2.488
met3	44	0	6.9	1.136
## placed cells by master (no fill, tap or decap), drive strengths merged
cell type      Yosys  layout
and2               2       2
clkdlybuf4s15      0       2
clkbuf             0       4
dfrtp              6       6
inv                1       1
a21o               1       1
clkdlybuf4s50      0       3
conb               1      20
or2                1       1
dfstp              1       1
dlygate4sd2        0       2
## metrics by stage
stage                     util [%]  cell area [sq um]  setup WS [ps]  std cells  total power, uW
final                        12.71              434.2          48.10         89            504.8
after global routing         12.71              434.2          3.806         89            550.4
after CTS                    12.64              431.7          23.33         89            513.8
after detailed placement     12.01              410.4          88.75         85            284.4
after global placement       12.01              410.4          91.26         85            285.8
after floorplan                  -              462.9          415.2         56            313.5
## what timing repair did
action / CTS / global route
gates resized: 4 / 2
setup buffers: 0 / 0
setup endpoints to repair: 4 / 2
hold buffers: 0 / 0
Power figures rest on the tool's default switching activity, not on a simulated workload.
